File: flow/design.v
`timescale 1ns / 1ps
module masterCLK(
    input clk, 
    input rst,
    output reg clock0,       
    output reg clock1,       
    output reg clock2,       
    output reg clock3,       
    output reg clock4,       
    output reg clock5,       
    output reg clock6,       
    output reg clockScroll,  
    output reg clockFast,    
    output reg clockBlink,   
    output reg clockInit     
    );
     reg [26:0] counter0;
     reg [26:0] counter1;
     reg [26:0] counter2;
     reg [26:0] counter3;
     reg [26:0] counter4;
     reg [26:0] counter5;
     reg [26:0] counter6;
     reg [26:0] counterScroll;
     reg [26:0] counterBlink;
	  reg [26:0] fastCounter;
     reg [26:0] counterInit;
    always @ (posedge clk) 
    begin
        if (rst)
            begin
                clock0 <= 0;       
                clock1 <= 0;       
                clock2 <= 0;       
                clock3 <= 0;       
                clock4 <= 0;       
                clock5 <= 0;       
                clock6 <= 0;       
                clockScroll <= 0;  
                clockFast <= 0;    
                clockBlink <= 0;   
                clockInit <= 0;
                counter0 <= 'd0;
                counter1 <= 'd0;
                counter2 <= 'd0;
                counter3 <= 'd0;
                counter4 <= 'd0;
                counter5 <= 'd0;
                counter6 <= 'd0;
                counterScroll <= 'd0;
                counterBlink <= 'd0;
				    fastCounter <= 'd0;
                counterInit <= 'd0;
            end
        else
            begin
                if (counter0 == 'd140845070)  
                begin
                    clock0 <= ~clock0;
                    counter0 <= 'd0;
                end
                else
					counter0 <= counter0 + 'd1;
                if (counter1 == 'd120048019)  
                begin
                    clock1 <= ~clock1;
                    counter1 <= 'd0;
                end
                else
					counter1 <= counter1 + 'd1; 
                if (counter2 == 'd100000000)  
                begin
                    clock2 <= ~clock2;
                    counter2 <= 'd0;
                end
                else
                    counter2 <= counter2 + 'd1;
                if (counter3 == 'd80000000)  
                begin
                    clock3 <= ~clock3;
                    counter3 <= 'd0;
                end
                else
                    counter3 <= counter3 + 'd1;
                if (counter4 == 'd60240963)  
                begin
                    clock4 <= ~clock4;
                    counter4 <= 'd0;
                end
                else
                    counter4 <= counter4 + 'd1;
                if (counter5 == 'd40000000)  
                begin
                    clock5 <= ~clock5;
                    counter5 <= 'd0;
                end
                else
                    counter5 <= counter5 + 'd1;
                if (counter6 == 'd20000000)  
                begin
                    clock6 <= ~clock6;
                    counter6 <= 'd0;
                end
                else
                    counter6 <= counter6 + 'd1;
                if (counterScroll == 'd50000000)
                begin
                    clockScroll <= ~clockScroll;
				    counterScroll <= 'd0;
                end
                else
					counterScroll <= counterScroll + 'd1;  
                if (fastCounter == 'd200000)
                begin
                    clockFast <= ~clockFast;
				    fastCounter <= 'd0;
                end
                else
					fastCounter <= fastCounter + 'd1;
                if (counterBlink == 'd33333333) 
                begin
                    clockBlink <= ~clockBlink;
                    counterBlink <= 'd0;
                end
                else
                    counterBlink <= counterBlink + 'd1;
                if (counterInit == 'd2000000)
                begin
                    clockInit <= ~clockInit;
				    counterInit <= 'd0;
                end
                else
					counterInit <= counterInit + 'd1;
            end      
    end              
endmodule
File: flow/run.sh
#!/bin/bash
# OpenROAD 26Q1-2900-gdf79404cd8, Yosys 0.63+post, stock flow scripts
make -C /OpenROAD-flow-scripts/flow DESIGN_CONFIG=/design/flow/config.mk WORK_HOME=/design/flow/orfs finish
File: flow/config.mk
export PLATFORM = sky130hd
export DESIGN_NAME = masterCLK
export DESIGN_NICKNAME = masterCLK
export VERILOG_FILES = /design/flow/design.v
export SDC_FILE = /design/flow/constraint.sdc
export NUM_CORES = 4
export LEC_CHECK = 1
export CORE_UTILIZATION = 30
File: flow/constraint.sdc
current_design masterCLK

set clk_period 3.6
set clk_io_pct 0.2

create_clock -name clk0 -period $clk_period [get_ports {clk}]

set non_clock_inputs [all_inputs -no_clocks]
set_input_delay [expr $clk_period * $clk_io_pct] -clock clk0 $non_clock_inputs
set_output_delay [expr $clk_period * $clk_io_pct] -clock clk0 [all_outputs]
==> qor.csv <==
metric,value,unit
Hold Fails Final Rpt,0,
synthesis-to-finish area growth,12.7,%
post-route minimum period,2.44,ns
CP arrival,2.87,ns
initial antenna violation count,0,
CTS Buf Count,30,
met1 Usage GRT,0.195,
Synth Area per Inst,8.46,sq um
DRC viols,0,
layout cells sized above 1,0.0549,
CTS tree,done,
htree depth,1,
critical path peak fanout,17,
post-synthesis instance total,1579,
status,"complete, no violations",
total power,6570,uW
routed vias/inst,5.19,
All-Layer GR Usage,0.123,
dpl cells,2113,
M3 GR Usage,0.0132,
via count,11200,
largest net degree at the start of global routing,28,
Peak VDD IR,402,uV
Synth area leader,dfxtp_1,
final hold slack,0.453,ns
Crit Path Category,reg2reg,
CTS Sinks,280,
ys cells,1579,
fmax,410,MHz
FP Util,0.307,
total gr overflow,0,
"Req. time, crit path",4.03,ns
max-slew violations,0,
Largest cells by area,"dfxtp_1, a21oi_1, xor2_1",
pwr/cell area,436,nW/um^2
Max-Cap Viols,0,
first-pass GRT wire length,47000,microns
yosys stat chip area,13400,sq um
setup TNS,0,ns
Post-CTS Resized,0,
FF-to-FF setup slack,1.16,ns
number of enable flip-flop cells,0,
crit share post-route,0.677,
Setup crit start,counterBlink[8]$_SDFF_PP0_,
Syn. warnings,1,
die width,213,microns
crit end category,flop,
class of the worst hold path,reg2reg,
# setup viols final,0,
HPWL after DPL,17400,microns
Avg WL per Cell,12.5,microns
critical path launch point type,flop,
"Reg clk slew, reported paths",0.06,ns
die height,213,microns
I/O pin total,13,
"Distinct cells, synth",51,
initial drt markers,887,
Top cell area share,0.420,
GRT busiest layer,met1,
Worst-Skew Late Latency,0.55,ns
Tool Warnings,33,
Clock Skews,0.0106,ns
hold_buf cts,0,
RSZ-0062 raised after global routing,no,
hold_sp,fastCounter[0]$_SDFF_PP0_,
Core Rows,76,
post-synthesis sequential area ratio,0.420,
Die Area,45400,sq um
Pre-antenna DRT Iters,5,
reg-to-reg critical path startpoint,counterBlink[8]$_SDFF_PP0_,
core box area,43500,sq um
Final Routed Wirelength,27100,microns
Slew headroom,0.413,
clock root cell,clkbuf_16,
Buffers on Ports,11,
Leakage,0.00460,uW
CTS Buffer Depth,3,
Dominant flop cell,dfxtp_1,
vias in the first global route,9910,
Slew @ Worst Pin,0.875,ns
postcts setup bufs,0,
post-route ant nets,0,
ys async rst share,0,
GR Layer Usage met2,0.184,
gpl congestion,0.829,
post-route insts no fill,2169,
Antenna diodes,0,
Post-synth regs,280,
mapped cell area,13400,sq um
[power by group]
part           internal, uW  switching, uW
logic                  64.1            105
registers              3140           42.0
clock network          1960           1260
[state kept, by name, summed over array words and instances (netlist names), 27 cells and up]
signal / count
counter5: 27
counterBlink: 27
counter6: 27
counter3: 27
counterScroll: 27
counter4: 27
counter1: 27
counterInit: 27
fastCounter: 27
counter2: 27
[kinds of logic (layout without fill, tap and decap cells)]
kind of cell / Yosys count / count (layout) / share of synthesized area
other: 1 / 1 / 0.000281
muxes: 1 / 1 / 0.000843
xor gates and xnor gates: 123 / 123 / 0.0806
AOI/OAI and AO/OA: 282 / 282 / 0.125
adders and majority gates: 18 / 18 / 0.0169
buffers and inverters: 126 / 131 / 0.0386
DFF: 280 / 280 / 0.420
and+or+nand+nor: 748 / 748 / 0.318
[worst max-delay path, stage by stage (launching register included)]
cell     delay (ns)
dfxtp_1        0.47
nand4_2        0.21
or4_1          0.81
nor4_1         0.45
mux2_2         0.37
[cells in the mapped netlist, drive strengths merged, types with 3 or more instances]
cell,n
nand4,98
nor2b,4
xnor2,50
clkbuf,62
nor4bb,6
or2,4
xor2,73
o31ai,74
o21ai,66
nand3,87
nand4b,7
nor4,31
nor2,167
a21oi,129
nor3,10
dfxtp,280
ha,18
and2,10
or4,88
and3,33
nor4b,17
or3,64
or4b,3
inv,51
and4,33
nand2,84
buf,13
[area by class of cell]
class	count	area [sq um]
fill	4290	28400
multi-input combinational	1173	7260
sequential	280	5610
clock buffer	42	907
tap	585	732
timing repair buffer	24	208
inverter	51	191
clock inverter	14	153
[cell usage in the layout (no fill, tap or decap), drive strengths merged, types with 3 or more instances in the layout]
cell	count
dfxtp	280
nor2	167
a21oi	129
nand4	98
or4	88
nand3	87
nand2	84
o31ai	74
xor2	73
o21ai	66
or3	64
inv	51
xnor2	50
clkbuf	42
and4	33
and3	33
nor4	31
ha	18
nor4b	17
buf	13
clkdlybuf4s50	11
and2	10
nor3	10
clkinv	8
nand4b	7
nor4bb	6
nor2b	4
or2	4
clkinvlp	3
bufinv	3
or4b	3
[worst paths after layout]
| path | cells past startpoint | endpoint |
|---|---|---|
| setup reg to reg | 4 | counterBlink[26]$_SDFF_PP0_ |
| hold / removal | 1 | fastCounter[0]$_SDFF_PP0_ |
| setup / recovery | 4 | counterBlink[26]$_SDFF_PP0_ |
| hold reg to reg | 1 | fastCounter[0]$_SDFF_PP0_ |
[stage by stage]
| step | setup slack, ns | utilization | instance area, sq um |
|---|---|---|---|
| floorplan | 1.51 | - | 13400 |
| global route | 1.02 | 0.346 | 15100 |
| finish | 1.16 | 0.346 | 15100 |
| CTS | 1.17 | 0.346 | 15100 |
| global placement | 1.04 | 0.322 | 14000 |
| detailed placement | 1.03 | 0.322 | 14000 |
[metal layers]
metal | part of all wire | vias to the layer above
met1 | 0.52 | 5226
met5 | 0 | -
li1 | - | 5840
met2 | 0.42 | 145
met3 | 0.031 | 37
met4 | 0.020 | 0
Power is estimated from default activity; no workload was simulated.
