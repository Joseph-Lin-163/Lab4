==> flow/run.sh <==
#!/bin/bash
# OpenROAD 26Q1-2900-gdf79404cd8, Yosys 0.63+post, stock flow scripts
make -C /OpenROAD-flow-scripts/flow DESIGN_CONFIG=/design/flow/config.mk WORK_HOME=/design/flow/orfs finish
==> flow/config.mk <==
export PLATFORM = sky130hd
export DESIGN_NAME = levels
export DESIGN_NICKNAME = levels
export VERILOG_FILES = /design/flow/design.v
export SDC_FILE = /design/flow/constraint.sdc
export NUM_CORES = 4
export LEC_CHECK = 1
export CORE_AREA = 10 10 70 70
export DIE_AREA = 0 0 80 80
==> flow/constraint.sdc <==
current_design levels

set clk_period 1.7
set clk_io_pct 0.2

create_clock -name clk0 -period $clk_period [get_ports {clk}]

set non_clock_inputs [all_inputs -no_clocks]
set_input_delay [expr $clk_period * $clk_io_pct] -clock clk0 $non_clock_inputs
set_output_delay [expr $clk_period * $clk_io_pct] -clock clk0 [all_outputs]
==> flow/design.v <==
`timescale 1ns / 1ps
module levels(
    input clk, 
    input [7:0] sw,
    input clock0,       
    input clock1,       
    input clock2,       
    input clock3,       
    input clock4,       
    input clock5,       
    input clock6,       
    output reg validStart,
    output reg clkOut
    );
    always @ (posedge clk)
    begin
                case(sw)
                    8'b00000001: 
                            begin
                                clkOut <= clock0;
                                validStart <= 1;
                            end
                    8'b00000011: 
                            begin
                                clkOut <= clock1;
                                validStart <= 1;
                            end
                    8'b00000111: 
                            begin
                                clkOut <= clock2;
                                validStart <= 1;
                            end
                    8'b00001111: 
                            begin
                                clkOut <= clock3;
                                validStart <= 1;
                            end
                    8'b00011111: 
                            begin
                                clkOut <= clock4;
                                validStart <= 1;
                            end
                    8'b00111111: 
                            begin
                                clkOut <= clock5;
                                validStart <= 1;
                            end
                    8'b01111111:
                            begin
                                clkOut <= clock6;
                                validStart <= 1;
                            end
                    default: 
                            begin
                                clkOut <= clock0;
                                validStart <= 0;
                            end
                endcase
    end
endmodule
==> Changelog: implementation <==
### Metrics

* Number of remaining DRC errors at 0
* First-pass GRT wire length at between 1000 and 1500 um
* Total gr overflow at 0
* Via count at about 270
* CP max FO at 4
* WL final at about 870 um
* Period utilization at between 80 and 90%
* Pwr dens at around 500 mW/mm^2
* Fillers at between 400 and 500
* Clk sinks at 2
* Outcome: finished clean
* Sequential power share at 22.3%
* Hold Path Class: in -> reg
* Post-Layout Cell Count at slightly above 90
* WS Path Type: in -> reg
* Register Area at ~40 sq um
* CTS Buf Count at 3
* CTS Buffer Depth at 2
* Avg Synthesized Cell Area at ~7.3 sq um
* Core Area at between 0.003 and 0.004 sq mm
* Fmax at between 600 and 700 MHz
* Worst-path clk slew at roughly 30 ps
* CTS Hold Bufs at 0
* Routed vias/inst at roughly 3.0
* Min cycle time layout at 1459 ps
* Max_cap viols at 0
* Internal at between 0.15 and 0.2 mW
* Floorplan utilization at under 10%
* Sw Share at between 20% and 30%
* Final estimated routing congestion in global placement at 0.8336
* Die W at roughly 80 um
* Final worst slack at roughly 240 ps
* RSZ-0062 raised after global routing: false
* DRT antenna net count at 0
* # Post-CTS Setup Buffers at 0
* Pre-CTS setup slack at about 25 ps
* Final hold violation count at 0
* Initial antenna violation count at 0
* Die H at 80 um
* Synthesis-stage register bit count at 2
* Critical Path Sink Type: flop
* Sw power at between 0.05 and 0.06 mW
* Syn. warnings at 1
* Htree depth at 1
* Vias in the first global route at between 200 and 300
* Worst-Margin Slew at ~220 ps
* Synth cell types at 17
* Yosys stat chip area at between 150 and 200 sq um
* Setup Viol. Count Final at 0
* Design Power at around 0.22 mW
* TritonCTS clock tree: done
* Post-cts resize count at 0
* Static Leak at around 0.15 nW
* Root Driver: clkbuf_4
* Total iterations of the first detailed-routing run at 4
* Die area at 0.006400 sq mm
* DR WL/cell at about 9.5 um
* Startpoint Class: input pin
* Diodes inserted at 0
* Hpwl dp at between 700 and 800 um
* Sequential share of the synthesized area at about a fifth
* Combinational Power Share at a little under a third
* Gr usage total at 2.847%
* Logic area at between 100 and 150 sq um
* Placed cell count at 89
* Clock share of power at a little under half
* Fin. max-slew vios at 0
* Most frequent cells in the layout: clkdlybuf4s50_1, nor2_1, nand3_1, mux2i_1, clkbuf_4
* Initial DRC count at 31
* Share of layout cells above drive strength 1 at 8.696%
* Data arrival, critical path at 1560 ps
* # Cells Yosys at 26
* Post-layout utilization of the core at approximately 13%
* Mapped Area at 190.2 sq um
* Rel. slew slack at between 80% and 90%
* Required @ worst endpoint at about 1800 ps
* Maximum vdd ir drop at ~100 uV
* I/O pins at 18
* Tool Warnings at 25
* Most frequent logic cell in the layout: clkdlybuf4s50_1
* Syn Inst Count at 26
* Synth-to-Final Area Change at 131.6%
* Port Buffers at 17
* Num rows at 21
* Largest net degree at the start of global routing at 7
* Sum Neg Setup Slack at 0 ps
[cell usage after synthesis, drive strengths merged]
library cell	count	area (sq um)
dfxtp	2	40.04
a32oi	1	8.760
nand3	3	15.01
nor2	3	11.26
o21ai	2	10.01
inv	1	3.750
nand2	1	3.750
a21oi	2	10.01
mux2i	3	30.03
nor2b	1	6.260
nand3b	1	7.510
nand2b	1	6.260
nor3	1	5.000
o22ai	1	6.260
and2	1	6.260
o31ai	1	7.510
nor3b	1	12.51
[cell type report]
cell class,count,share of cell area (%)
flip-flops and latches,2,9.091
inverters,1,0.8523
well taps,46,13.07
repair buffers,17,38.64
clock buffers,3,5.114
multi-input cells,23,33.24
[flip-flops by register name (all words and copies together), names as in the netlist]
register    flops
clkOut          1
validStart      1
[worst max-delay path, stage by stage]
cell and delay [ps]:
clkdlybuf4s50_1 560, mux2i_1 220, mux2i_1 110, a32oi_1 220, o22ai_1 100
[kinds of logic (layout without fill, tap and decap cells)]
family / after synthesis / after routing / share of synthesized area (%)
simple gates: 13 / 13 / 38.82
compound gates: 7 / 7 / 22.37
mux: 3 / 3 / 15.79
flops: 2 / 2 / 21.05
buf+inv: 1 / 21 / 1.972
[metal layers]
layer / global-route usage [%] / wire [um] / up-vias
li1: - / - / 137
met1: 4.648 / 499 / 111
met2: 2.167 / 181 / 24
met3: 2.614 / 191 / 0
met4: 0.5282 / 0 / 0
met5: 0 / 0 / -
[final timing paths]
check / endpoint / slack [ps] / start / cells past startpoint
min: clkOut$_DFF_P_ / 700 / clock0 / 3
max: clkOut$_DFF_P_ / 240 / sw[6] / 5
[power by group through the flow]
stage / clock network [mW] / registers (mW) / logic, mW
after CTS: 0.111 / 0.0497 / 0.0685
after global routing: 0.117 / 0.0498 / 0.0748
final: 0.105 / 0.0496 / 0.0686
[stage by stage]
step                area, sq um  hold slack [ps]
floorplan                 190.2            409.5
detailed placement        417.9            926.2
finish                    440.4            704.1
CTS                       440.4            700.3
global placement          417.9            928.1
global route              440.4            722.1
Power and IR drop assume default switching activity.
